<file path="config.mk">
export PLATFORM = sky130hd
export DESIGN_NAME = mon_reg32t
export DESIGN_NICKNAME = mon_reg32t
export VERILOG_FILES = /design/flow/design.v
export SDC_FILE = /design/flow/constraint.sdc
export NUM_CORES = 4
export LEC_CHECK = 1
export CORE_UTILIZATION = 30
</file>
<file path="constraint.sdc">
current_design mon_reg32t

set clk_period 1.6
set clk_io_pct 0.2

create_clock -name clk0 -period $clk_period [get_ports {bclk}]

set non_clock_inputs [all_inputs -no_clocks]
set_input_delay [expr $clk_period * $clk_io_pct] -clock clk0 $non_clock_inputs
set_output_delay [expr $clk_period * $clk_io_pct] -clock clk0 [all_outputs]
</file>
<file path="design.v">
`default_nettype none
`timescale 1ns/1ps
module mon_reg32t #(parameter RESET_VALUE = 32'b0,
		             REG_ADDR = 8'b0 ) (
					  output wire [31:0] dataOut,
					  output wire serOut,   
					  output wire shiftOut,
					  input wire bclk,
					  input wire [31:0] dataIn,
					  input wire [7:0] addrIn,
					  input wire latchIn,
					  input wire latchOut,
					  input wire shiftEn,
					  input wire rstb
					  ); 
   reg [31:0] SRa;   
   reg [31:0] SRb;   
   reg [31:0] SRc;   
   reg [31:0] shifter;   
   assign shiftOut = shifter[31];
   genvar i;
   generate
      for ( i=0; i<32; i=i+1 )
	assign dataOut[i] = (SRa[i] & SRb[i]) | 
			    (SRa[i] & SRc[i]) | 
			    (SRb[i] & SRc[i]);
   endgenerate
   assign serOut = (SRa[0] ^ SRb[0])  | (SRa[0] ^ SRc[0]) | (SRb[0] ^ SRc[0])
                 | (SRa[1] ^ SRb[1])  | (SRa[1] ^ SRc[1]) | (SRb[1] ^ SRc[1])
                 | (SRa[2] ^ SRb[2])  | (SRa[2] ^ SRc[2]) | (SRb[2] ^ SRc[2])
	         | (SRa[3] ^ SRb[3])  | (SRa[3] ^ SRc[3]) | (SRb[3] ^ SRc[3])
	         | (SRa[4] ^ SRb[4])  | (SRa[4] ^ SRc[4]) | (SRb[4] ^ SRc[4])
		 | (SRa[5] ^ SRb[5])  | (SRa[5] ^ SRc[5]) | (SRb[5] ^ SRc[5])
		 | (SRa[6] ^ SRb[6])  | (SRa[6] ^ SRc[6]) | (SRb[6] ^ SRc[6])
		 | (SRa[7] ^ SRb[7])  | (SRa[7] ^ SRc[7]) | (SRb[7] ^ SRc[7])
		 | (SRa[8] ^ SRb[8])  | (SRa[8] ^ SRc[8]) | (SRb[8] ^ SRc[8])
		 | (SRa[9] ^ SRb[9])  | (SRa[9] ^ SRc[9]) | (SRb[9] ^ SRc[9])
		 | (SRa[10] ^ SRb[10])  | (SRa[10] ^ SRc[10]) | (SRb[10] ^ SRc[10])
		 | (SRa[11] ^ SRb[11])  | (SRa[11] ^ SRc[11]) | (SRb[11] ^ SRc[11])
		 | (SRa[12] ^ SRb[12])  | (SRa[12] ^ SRc[12]) | (SRb[12] ^ SRc[12])
		 | (SRa[13] ^ SRb[13])  | (SRa[13] ^ SRc[13]) | (SRb[13] ^ SRc[13])
		 | (SRa[14] ^ SRb[14])  | (SRa[14] ^ SRc[14]) | (SRb[14] ^ SRc[14])
		 | (SRa[15] ^ SRb[15])  | (SRa[15] ^ SRc[15]) | (SRb[15] ^ SRc[15])
		 | (SRa[16] ^ SRb[16])  | (SRa[16] ^ SRc[16]) | (SRb[16] ^ SRc[16])
		 | (SRa[17] ^ SRb[17])  | (SRa[17] ^ SRc[17]) | (SRb[17] ^ SRc[17])
		 | (SRa[18] ^ SRb[18])  | (SRa[18] ^ SRc[18]) | (SRb[18] ^ SRc[18])
		 | (SRa[19] ^ SRb[19])  | (SRa[19] ^ SRc[18]) | (SRb[19] ^ SRc[19])
		 | (SRa[20] ^ SRb[20])  | (SRa[20] ^ SRc[20]) | (SRb[20] ^ SRc[20])
		 | (SRa[21] ^ SRb[21])  | (SRa[21] ^ SRc[21]) | (SRb[21] ^ SRc[21])
		 | (SRa[22] ^ SRb[22])  | (SRa[22] ^ SRc[22]) | (SRb[22] ^ SRc[22])
		 | (SRa[23] ^ SRb[23])  | (SRa[23] ^ SRc[23]) | (SRb[23] ^ SRc[23])
		 | (SRa[24] ^ SRb[24])  | (SRa[24] ^ SRc[24]) | (SRb[24] ^ SRc[24])
		 | (SRa[25] ^ SRb[25])  | (SRa[25] ^ SRc[25]) | (SRb[25] ^ SRc[25])
		 | (SRa[26] ^ SRb[26])  | (SRa[26] ^ SRc[26]) | (SRb[26] ^ SRc[26])
		 | (SRa[27] ^ SRb[27])  | (SRa[27] ^ SRc[27]) | (SRb[27] ^ SRc[27])
		 | (SRa[28] ^ SRb[28])  | (SRa[28] ^ SRc[28]) | (SRb[28] ^ SRc[28])
		 | (SRa[29] ^ SRb[29])  | (SRa[29] ^ SRc[28]) | (SRb[29] ^ SRc[29])
		 | (SRa[30] ^ SRb[30])  | (SRa[30] ^ SRc[30]) | (SRb[30] ^ SRc[30])
	         | (SRa[31] ^ SRb[31])  | (SRa[31] ^ SRc[31]) | (SRb[31] ^ SRc[31]);
   always @( posedge bclk, negedge rstb )
     if ( rstb == 1'b0 )
       shifter <= 32'h0;
     else if ( (latchOut == 1'b1) && (addrIn == REG_ADDR) )
       shifter <= dataOut;
     else if ( shiftEn == 1'b1 )
       shifter <= {shifter[30:0], 1'b0};
   always @(posedge bclk, negedge rstb )
     if ( rstb == 1'b0 ) begin
	SRa <= RESET_VALUE;
	SRb <= RESET_VALUE;
	SRc <= RESET_VALUE;
     end
     else
       if ( (latchIn == 1'b1) && (addrIn == REG_ADDR) ) begin
          SRa <= dataIn;
          SRb <= dataIn;
          SRc <= dataIn;
       end
       else begin
	  SRa <=  dataOut;   
	  SRb <=  dataOut;   
	  SRc <=  dataOut;   
       end
endmodule  
</file>
<file path="run.sh">
#!/bin/bash
# OpenROAD 26Q1-2900-gdf79404cd8, Yosys 0.63+post, stock flow scripts
make -C /OpenROAD-flow-scripts/flow DESIGN_CONFIG=/design/flow/config.mk WORK_HOME=/design/flow/orfs finish
</file>
==> out/metrics.cfg <==
[worst_setup_path]
r2r_start=shifter[29]
max_stage_delay_ps=440
r2r_cells=2
rrSetupSlack_ps=560
cp.depth=5
critPathBufInv=2
worstPathCellList=clkdlybuf4s50_1, nor4_4, nand3_2, buf_12, mux2_4
slowest_stage=clkdlybuf4s50_1
r2r-end=shifter[30]
worst_setup_path_start_kind=primary input
worstPathMaxFanout=32
worstPathArrival_ps=1780
criticalPathCategory=in -> reg
worst_setup_path_end_kind=register
cp-endpoint=shifter[3]
required_ps=1810
cp_top_family=buffers and inverters
critPathLaunch=addrIn[6]

[sta]
min_period_ps=1566
clock_skew_ps=3.568
worst_hold_slack_ps=406.6
tightest_slew_ps=261.3
fin_ws_ps=34.47
fmax_ghz=0.6388
fin_crit_sh_pct=97.85
final-max-slew-violation-count=0
timing.slew.headroom_pct=82.45
hold_viol_final=0
finalSetupViolations=0

[global_route]
grt_max_degree=33
grtUsageTotal_pct=10.62
antenna_found_initial=0
grt_pass1_vias=1801
grt_pass1_wl_mm=8.700
overflow=0

[routing]
drt_iter0_markers=35
drtAntennaViolNets=0
wl_mm=5.308
n_antenna_cell=0
dr.pass1.iters=2
num_vias=1755
drc=0
wl_per_cell_um=13.07
drt-vias-per-instance=4.323

[yosys]
synthCells=177
yosys_cells=177
ys_area_um2=3055
avgSynthCellArea_um2=17.26
mux_share_pct=42.38
synth_seq_share_pct=52.42
ys_sh_xor_pct=0.5733
simple_gate_area_share_pct=1.802
ys_ff=64
ys_types=12
adder_share_pct=0
synth-warning-count=1
compound_area_share_pct=0
ys_top_logic_family=multiplexers
syn_area_um2=3055

[clock_tree]
clock-sinks=64
cts_tree=yes
cts_buffers=9
clockRootBuffer=clkbuf_8
clk_latency_ps=330
path_clk_slew_ps=70
htree_levels=3
ctsLongestPathBuffers=2

[floorplanning]
die_area_um2=10590
initial_utilization_pct=31.12
coreArea_um2=9819
dieWidth_um=102.9
rows=36
design.portCount=79
chipHeight_um=102.9

[placed_design]
portBuffers=78
place_congestion=0.6883
place_hpwl_mm=3.644
post-place-ws_ps=-365.1

[status]
outcome=completed

[pwr]
peakVddDrop_v=0.0002862
p_clk_share_pct=40.2
swShare_pct=20.48
p_per_area_nw_per_um2=796.4
comb_power_share_pct=10.0
p_leak_nw=2.206
internal_power_mw=2.711
power.total_mw=3.409
p_switching_mw=0.6980
power_frac_seq_pct=49.8

[cells_and_area]
area_delta_synth_final_pct=40.09
layout-drive-gt1-share_pct=44.32
lay_top_cells=clkdlybuf4s50_1, dfrtp_1, mux2_4
layout_top_cell=clkdlybuf4s50_1

[job]
maxCapViolCount=0
warnings=26

[min_path]
hold_class=in -> async

[synthesized netlist by cell type (all sizes together)]
cell    count  area, um^2
xnor2       2       17.52
mux2       95        1295
clkbuf      1       3.750
buf         9       82.57
nand3       2       20.02
nor2b       1       6.260
dfrtp      64        1602
nand2       1       3.750
nor4        2       25.02
[sequential cells by signal, summed over array words and instances, names as in the netlist]
register / flops
SRb: 32
shifter: 32
[worst min path at each step]
stage,from,to,slack (ps),cells past startpoint
after CTS,rstb,SRb[10],400,2
after global routing,rstb,SRb[15],410,2
final,rstb,shifter[16],410,2
[per-stage QoR]
| step | util (%) | instance area (um^2) | TNS (ps) | std cells |
|---|---|---|---|---|
| after floorplan | - | 3055 | 0 | 177 |
| after global placement | 40.65 | 3991 | -20290 | 384 |
| after detailed placement | 40.65 | 3991 | -22370 | 384 |
| after CTS | 43.18 | 4240 | -24.48 | 405 |
| after global routing | 43.59 | 4280 | -25.75 | 406 |
| final | 43.59 | 4280 | 0 | 406 |
[worst register-to-register path, delay by kind of cell (launching register included)]
| kind | cells | cell delay, ps |
|---|---|---|
| mux | 2 | 550 |
| flops | 1 | 380 |
[logic make-up (layout without fill, tap and decap cells)]
group                     after synthesis  after routing
buffers and inverters                  10            106
DFF                                    64             64
muxes                                  95             95
and+or+nand+nor                         6              6
xor gates and xnor gates                2              2
[routing by layer]
metal | vias to the layer above | routed length (um) | GRT usage [%] | share of wire, %
li1 | 819 | - | - | -
met1 | 874 | 2446 | 15.87 | 46
met4 | 0 | 121 | 2.167 | 2.3
met5 | - | 0 | 0 | 0
met2 | 51 | 2425 | 16.21 | 46
met3 | 11 | 313 | 2.550 | 5.9
[power groups by stage]
stage	Clock [mW]	Combinational (mW)	Sequential (mW)
after CTS	1.44	0.345	1.70
after global routing	1.51	0.372	1.70
final	1.37	0.341	1.70
[area by class of cell]
cell class / instances / area [um^2]
timing repair buffer: 90 / 928.4
multi-input combinational: 103 / 1385
clock inverter: 3 / 40.04
sequential: 64 / 1602
tap: 133 / 166.4
clock buffer: 13 / 158.9
fill: 911 / 5539
[timing repair]
action                                  in CTS  in global routing
hold buffers                                 1                  0
pin swaps                                    1                  0
endpoints found under the hold margin       16                  0
resized                                      8                  7
buffers inserted                             4                  1
endpoints found under the setup margin       1                 65
