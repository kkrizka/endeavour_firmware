===== ./run.sh =====
#!/bin/bash
# OpenROAD 26Q1-2900-gdf79404cd8, Yosys 0.63+post, stock flow scripts
make -C /OpenROAD-flow-scripts/flow DESIGN_CONFIG=/design/flow/config.mk WORK_HOME=/design/flow/orfs finish

===== ./config.mk =====
export PLATFORM = sky130hd
export DESIGN_NAME = mon_reg32ro
export DESIGN_NICKNAME = mon_reg32ro
export VERILOG_FILES = /design/flow/design.v
export SDC_FILE = /design/flow/constraint.sdc
export NUM_CORES = 4
export LEC_CHECK = 1
export CORE_UTILIZATION = 30

===== ./constraint.sdc =====
current_design mon_reg32ro

set clk_period 1.4
set clk_io_pct 0.2

create_clock -name clk0 -period $clk_period [get_ports {bclk}]

set non_clock_inputs [all_inputs -no_clocks]
set_input_delay [expr $clk_period * $clk_io_pct] -clock clk0 $non_clock_inputs
set_output_delay [expr $clk_period * $clk_io_pct] -clock clk0 [all_outputs]

===== ./design.v =====
`default_nettype none
`timescale 1ns/1ps
module mon_reg32ro #(parameter REG_ADDR = 8'b0 ) (
					  output wire shiftOut,
					  input wire bclk,
					  input wire [31:0] dataIn,
					  input wire [7:0] addrIn,
					  input wire latchOut,
					  input wire shiftEn,
					  input wire rstb
					  ); 
   reg [31:0] shifter;   
   assign shiftOut = shifter[31];
   always @( posedge bclk, negedge rstb )
     if ( rstb == 1'b0 )
       shifter <= 32'h0;
     else if ( (latchOut == 1'b1) && (addrIn == REG_ADDR) )
       shifter <= dataIn;
     else if ( shiftEn == 1'b1 )
       shifter <= {shifter[30:0], 1'b0};
endmodule  

==> CHANGELOG.md <==
### Physical design

- PnR worst setup slack: 30.3 ps
- Die height: 78.1 microns
- Final min period: 1370 ps
- Pwr Density: 849 nW/um^2
- Reg clk slew, reported paths: 60 ps
- RSZ-0062 raised after global routing: false
- Sink Count: 32
- GRT Total Usage: 0.114
- Distinct cells, synth: 12
- Crit path launch type: primary input
- Antenna cells: 0
- Synth Instances: 107
- Num CTS Buffers: 5
- DRC: 0
- Crit Path Max Fanout: 8
- Site Rows: 27
- Hold Crit Class: primary input to asynchronous set/reset pin
- Critical Path AT: 1530 ps
- Final core utilization: 0.456
- Layout area overhead: 45.6%
- Flip-flops with a built-in enable: 0
- Vias in the first global route: about 1100
- YS warnings: 1
- Die width: 78.1 microns
- Placed Cells: 219
- Detailed Routing Iterations Pass 1: 3
- I/O pins: about 45
- Worst setup EP type: flip-flop
- CTS tree: done
- Synth Seq Share: 0.461
- Post-Syn Area: 1740 sq um
- Worst skew pair latency: roughly 270 ps
- Htree depth: 2
- Post-synth regs: 32
- DPL Wire Length: 1.96 mm
- Ys flop type: dfrtp_1
- Pre-CTS WS: -411 ps
- Placed standard-cell area: approximately 2300 sq um
- Tightest Pin Transition: between 200 and 300 ps
- Leakage: 1.30 nW
- DRT iter0 DRCs: 48
- Cells on worst reg2reg path: 2
- Final Non-Filler Cells: 233
- Max reg flops: 32
- CTS root buffer: clkbuf_8
- Post-DR wirelength/cell: 13.8 microns
- Grt total ovfl: 0
- Largest area contributor in the netlist: dfrtp_1
- Cell with the most instances after synthesis: dfrtp_1
- Fp_density: 0.313
- Ys cells: about 110
- DRT antenna net count: 0
- Number of max-cap violations: 0
- Slew Limit Fails: 0
- Die Area: 6100 sq um
- Finished Cell Area: 2530 sq um
- Crit Path Class: primary input to flip-flop
- Area share of the largest cell type after synthesis: 0.461
- CTS Buffer Depth: 2
- Core Region: 5540 sq um
- Routed vias: slightly above 1000
- Largest net degree at the start of global routing: 33
- Final setup fails: 0
- Fin crit share: 0.978
- Tally of filler cells in the layout: 493
- Share of cells above drive strength 1: 0.497
- Final hold violations: 0
- Critical Path RT: about 1600 ps
- Fin Setup TNS: 0 ps
- Tool warnings: 25
- Relative slew slack: 0.812
- Buffers on Ports: 44
- Max Freq: roughly 730 MHz
- Post-synth top cells: 32 x dfrtp_1, 30 x mux2_4, 28 x mux2_2, 5 x mux2_1
- DR vias/cell: 4.43
- Synth async-reset ratio: 1.00
- Most flops, register: shifter
- Worst Skew: about 1.9 ps
- GPL Wtd Cong: roughly 0.75
- Top flop regs: shifter x32
- Final wirelength: 3.21 mm
- Synthesized area per cell: between 15 and 20 sq um
- First-pass GRT wire length: 5.28 mm
- Post-synth area hogs: dfrtp_1 46%, mux2_4 26%, mux2_2 18%
- Yosys Chip Area: 1740 sq um
- Max IR drop VDD: 517 uV
- Antenna violations before repair: 0
- Status: finished, final reports clean
## through the flow
stage | hold slack, ps | total power, mW
floorplan | -15.6 | 1.23
global placement | 594 | 1.41
detailed placement | 604 | 1.42
CTS | 369 | 2.18
global route | 376 | 2.25
finish | 369 | 2.15
## placed cells by master (no fill, tap or decap)
master           Yosys  final
clkdlybuf4s50_1      0     33
dfrtp_1             32     32
mux2_4              30     30
mux2_2              28     28
dlygate4sd2_1        0      8
clkbuf_8             0      7
mux2_1               5      5
buf_12               0      5
buf_16               0      4
nor2_2               0      1
nor4b_4              1      1
nor3_2               1      1
nand3_4              1      1
nor2b_1              1      1
clkdlybuf4s15_2      0      1
clkdlybuf4s15_1      0      1
dlymetal6s2s_1       0      1
buf_6                3      1
## repair_timing
| action | in CTS | in global routing |
|---|---|---|
| pin swaps | 4 | 1 |
| gates cloned | 4 | 0 |
| hold endpoints to repair | 0 | 0 |
| hold buffers | 0 | 0 |
| buffers inserted | 2 | 1 |
| gates resized | 19 | 1 |
| setup endpoints to repair | 32 | 22 |
## worst max-delay path: stages
cell,delay [ps]
dlygate4sd2_1,250
nor4b_4,250
nand3_4,150
buf_12,160
buf_16,140
mux2_4,290
## layer usage
metal | global-route usage | part of all wire | vias up
met2 | 0.194 | 0.49 | 23
met1 | 0.158 | 0.46 | 511
met3 | 0.0248 | 0.045 | 2
li1 | - | - | 496
met4 | 0.0111 | 0.0044 | 0
met5 | 0 | 0 | -
## path summary, 6_finish.rpt
check,startpoint,endpoint,slack (ps)
worst min-delay path,rstb,shifter[25],370
min in group clk0,dataIn[3],shifter[3],620
worst max-delay path,addrIn[4],shifter[28],30
worst max register to register,shifter[26],shifter[27],340
max in group asynchronous,rstb,shifter[8],860
worst min register to register,shifter[30],shifter[30],620
## logic make-up after synthesis
kind of cell	after synthesis	synth area share
buf+inv	7	0.0303
mux	63	0.473
simple gates	5	0.0353
flops	32	0.461
## report_power, final
group,switching [mW],internal (mW)
clock,0.303,0.437
combinational,0.106,0.271
sequential,0.0340,0.997
total,0.443,1.70
## area by class of cell
class                      count  area, sq um  area share
sequential                    32          801       0.317
multi-input combinational     68          886       0.350
timing repair buffer          54          656       0.259
tap                           72         90.1      0.0356
clock buffer                   7         96.3      0.0381
No activity file was given, so power comes from the tool's default toggle rates.
