### design.v
module mon_reg32cmd #(parameter REG_ADDR = 8'b0 ) (
					  output wire [31:0] flags_rstb,
					  output wire shiftOut,
					  input wire bclk,
					  input wire [31:0] dataIn,
					  input wire [7:0] addrIn,
					  input wire latchIn,
					  input wire rstb
					  ); 
   assign shiftOut = 1'b0;
   wire [5:0] flags;
   assign flags[0] = (latchIn == 1'b1) && (addrIn == REG_ADDR) && 
		     (dataIn & 32'h01);
   assign flags[1] = (latchIn == 1'b1) && (addrIn == REG_ADDR) && 
		     (dataIn & 32'h02);
   assign flags[2] = (latchIn == 1'b1) && (addrIn == REG_ADDR) && 
		     (dataIn & 32'h04);
   assign flags[3] = (latchIn == 1'b1) && (addrIn == REG_ADDR) &&
 		     (dataIn & 32'h08);
   assign flags[4] = (latchIn == 1'b1) && (addrIn == REG_ADDR) && 
		     (dataIn & 32'h10);
   assign flags[5] = (latchIn == 1'b1) && (addrIn == REG_ADDR) && 
		     (dataIn & 32'h20);
   assign flags_rstb[31:6] = 26'b0;
   reg [5:0]  flags_b;
   genvar     i;
   generate
      for (i=0; i<6; i=i+1 ) begin
	 always @( posedge bclk, negedge rstb )
	   if ( rstb == 1'b0 )
	     flags_b[i] <= 1'b0;
	   else
	     begin
		if ( flags[i] == 1'b1 )
		  flags_b[i] <= 1'b0;
		else
		  flags_b[i] <= 1'b1;
	     end
      end
   endgenerate
   generate
      for (i=0; i<6; i=i+1 )
	 assign flags_rstb[i] = flags_b[i];
   endgenerate
endmodule  
### run.sh
#!/bin/bash
# OpenROAD 26Q1-2900-gdf79404cd8, Yosys 0.63+post, stock flow scripts
make -C /OpenROAD-flow-scripts/flow DESIGN_CONFIG=/design/flow/config.mk WORK_HOME=/design/flow/orfs finish
### config.mk
export PLATFORM = sky130hd
export DESIGN_NAME = mon_reg32cmd
export DESIGN_NICKNAME = mon_reg32cmd
export VERILOG_FILES = /design/flow/design.v
export SDC_FILE = /design/flow/constraint.sdc
export NUM_CORES = 4
export LEC_CHECK = 1
export CORE_AREA = 10 10 70 70
export DIE_AREA = 0 0 80 80
### constraint.sdc
current_design mon_reg32cmd

set clk_period 1.0
set clk_io_pct 0.2

create_clock -name clk0 -period $clk_period [get_ports {bclk}]

set non_clock_inputs [all_inputs -no_clocks]
set_input_delay [expr $clk_period * $clk_io_pct] -clock clk0 $non_clock_inputs
set_output_delay [expr $clk_period * $clk_io_pct] -clock clk0 [all_outputs]
==> run notes <==
Observations from the implementation run.

Outcome:
- The flow ran to the end, and the final reports show no timing, DRC or antenna violations.

Worst setup path:
- The critical path's slowest stage uses the library cell dfrtp_1.
- The run puts the required time of the critical path at 0.80 ns.
- The run puts the logic depth of the worst path, buffers included at 1.
- The worst setup path is captured at a primary output.
- The run gives the stage delay of the slowest cell on the critical path as 0.36 ns.
- The run gives the startpoint class of the critical path as a flip-flop.
- Traced cell by cell, the critical path runs through clkdlybuf4s15_1.
- The critical path starts at flags_b[2].
- According to the timing report, the critical path is captured at flags_rstb[2].
- The critical path is of the flip-flop to primary output type.
- In this design, the largest share of critical-path delay is due to flip-flops.
- The timing report notes that buffer and inverter cells on the critical path total 1.
- Data arrives at the worst endpoint at 0.76 ns.
- The run gives the largest fanout on the critical path as 1.

Cells and area:
- The largest registers in the layout are flags_b: 6 flops.
- In this run the layout overhead on the synthesized area is reported as 48.0%.
- flags_b holds more flip-flops than any other register.
- The run puts the number of standard cells in the layout, taps in and fillers out at 119.
- The run puts the ratio of cells with drive above 1 in the final layout at 0.151.
- By instance count after routing, the leading logic cell type is conb_1.
- In the final layout, flip-flops and latches occupy 150 um^2.
- The run puts the number of fillers in the final layout at 381.
- The run puts the area used by multi-input combinational logic at 243 um^2.
- The most common logic cells in the final layout are conb_1 (27), clkdlybuf4s50_1 (9), nand3_1 (6), dfrtp_1 (6), dlygate4sd2_1 (6).
- The run gives the number of flip-flops under the largest register name as 6.

GRT:
- The global route stage reports its total congestion overflow as 0.
- Entering global routing, the biggest net connects 7 pins.
- The run puts the via count of the first global-routing pass at 382.
- The run gives the first-pass GRT wire length as 1800 um.
- The run gives the aggregate global-route resource usage as 0.0346.
- The initial antenna violation count is 0.

Power and ir drop:
- The run gives the areal power density over the cells as 800 nW/um^2.
- The run gives the static leakage power as 0.287 nW.
- The run gives the post-route total power as 0.000553 W.
- The run gives the maximum vdd drop as 0.000196 V.

Detailed routing:
- The run gives the detailed-route DRC error count as 0.
- The run gives the number of search-and-repair iterations in the first detailed-routing pass as 2.
- The run gives the average wire per cell in the routed design as 10.2 um.
- The run puts the number of diodes at 0.
- In the post-route report, total wirelength is listed as 1220 um.
- For this run, the detailed router reports a per-instance via density of 2.74.
- The detail route stage leaves a number of antenna-violating nets equal to 0.
- The run puts the number of DRC markers in iteration 0 at 9.
- The run gives the total number of vias as 326.

Synth:
- In this run the cell area of the synthesized design comes to 467 um^2.
- The run puts the Yosys chip area at 467 um^2.
- The run puts the per-instance average area after synthesis at 9.72 um^2.
- The run puts the number of cells in the yosys synthesis report at 48.
- The run puts the number of distinct library cells after synthesis at 7.
- The run puts the synthesis warning total at 1.
- The run gives the register area share after synthesis as 0.322.
- Once synthesis finished, the tally of register bits stood at 6.
- Synthesis handed over a netlist of 48 instances.

Clock network:
- Looking at the post-CTS report, the setup buffer insertion count equals 0.
- The run gives the clock root buffer master as clkbuf_4.
- TritonCTS built the clock tree.
- The run gives the TritonCTS sink count as 6.
- For this design, the CTS-stage hold fixing added 0 buffers.
- The run gives the total CTS buffers as 3.
- The timing report gives the clock slew at the launch and capture registers of the worst setup and hold paths as 0.04 ns.
- The run puts the number of levels in the clock H-tree at 1.
- In this run the deepest clock path goes through 2 buffers.

Placement:
- The run gives the number of input and output port buffers inserted as 22.
- Including well taps, the total number of placed cells is 116.
- At the placement stage, the worst setup path has a slack of -0.355 ns.
- The wire-length estimate of the detail-placed layout is 1130 um.
- The run gives the final weighted congestion in routability-driven placement as 0.675.

STA:
- The run puts the minimum clock period after layout at 0.957 ns.
- The run puts the final worst slack at 0.0431 ns.
- The run puts the total of endpoints with negative setup slack in the final report at 0.
- Hold-check failures listed in the final report amount to 0.
- The run gives the final count of pins violating max slew as 0.
- Static timing analysis puts the maximum clock frequency at 1050 MHz.
- The run puts the share of the clock period used by the worst path after layout at 0.957.
- Setup repair after global routing left no endpoint under its margin.

Floorplan:
- 76 I/O pins were placed.
- The run gives the standard-cell row count as 21.
- The run puts the chip area at 6400 um^2.
- Per the OpenROAD floorplan log, the height of the die is 80 um.
- The run puts the initial standard-cell utilization of the core at 0.137.
- After floorplanning, the core was sized to cover 3420 um^2.
- The run gives the horizontal extent of the die as 80 um.

Worst hold path:
- According to the hold report, the worst path is of the primary input to async pin type.

Run:
- Max-cap violations in this run came to 0.
- The logs give a warning total of 51.
==> Yosys cell counts (all sizes together) <==
library cell,n,area share
buf,27,0.43
dfrtp,6,0.32
conb,1,0.0080
nand3,6,0.064
nor4b,7,0.16
nor2,1,0.0080
==> report_power, final <==
part | internal, W | total (W) | leakage [nW] | switching [W]
clock network | 0.000135 | 0.000207 | 0.0138 | 0.0000724
registers | 0.000244 | 0.000244 | 0.0525 | 0.0000000568
logic | 0.0000610 | 0.000101 | 0.221 | 0.0000403
==> area by class of cell <==
cell class,count,share of cell area
Clock buffer,3,0.0326
Sequential cell,6,0.217
Timing Repair Buffer,23,0.315
Multi-Input combinational cell,41,0.351
Tap cell,46,0.0833
==> cell families (layout without fill, tap and decap cells) <==
| group | after synthesis | after routing | synth area share |
|---|---|---|---|
| simple gates | 14 | 14 | 0.236 |
| buf+inv | 27 | 26 | 0.434 |
| flops | 6 | 6 | 0.322 |
| other cells | 1 | 27 | 0.00804 |
==> through the flow <==
| step | area, um^2 | hold WS (ns) | util | setup TNS, ns |
|---|---|---|---|---|
| floorplan | 564 | -0.0956 | - | 0 |
| global placement | 647 | 0.443 | 0.189 | -1.88 |
| detailed placement | 647 | 0.444 | 0.189 | -1.96 |
| CTS | 687 | 0.190 | 0.201 | 0 |
| global route | 691 | 0.205 | 0.202 | 0 |
| finish | 691 | 0.194 | 0.202 | 0 |
==> routing by layer <==
layer  track usage  part of all wire  up-vias
li1              -                 -      159
met5             0                 0        -
met1        0.0329              0.31      147
met4       0.00704                 0        0
met3        0.0148              0.10        0
met2        0.0666              0.59       20
==> what timing repair did <==
action                                  CTS  global route
resized                                  22             3
pin swaps                                 3             1
endpoints found under the setup margin   12             7
==> how the worst min path moves through the flow <==
stage	startpoint	endpoint
6_report	rstb	flags_b[5]
5_1_grt	rstb	flags_b[5]
4_1_cts	rstb	flags_b[5]
Power is estimated from default activity; no workload was simulated.
